===== design/flow/config.mk =====
export PLATFORM = sky130hd
export DESIGN_NAME = testAdd
export DESIGN_NICKNAME = testAdd
export VERILOG_FILES = /design/flow/design.v
export SDC_FILE = /design/flow/constraint.sdc
export NUM_CORES = 4
export LEC_CHECK = 1
export CORE_UTILIZATION = 30

===== design/flow/design.v =====
`timescale 1ns / 1ps
module testAdd(a_1,b_1,sum_1);
	input [63:0] a_1;
	input [63:0] b_1;
	output [63:0] sum_1;
	Add #(.WIDTH(64)) Add_1(a_1,b_1,sum_1);
endmodule
module Add #(parameter WIDTH = 64)(a,b,sum);
input [WIDTH-1:0] a;
input [WIDTH-1:0] b;
output [WIDTH-1:0] sum;
assign{sum} = b + a;
endmodule  

===== design/flow/run.sh =====
#!/bin/bash
# OpenROAD 26Q1-2900-gdf79404cd8, Yosys 0.63+post, stock flow scripts
make -C /OpenROAD-flow-scripts/flow DESIGN_CONFIG=/design/flow/config.mk WORK_HOME=/design/flow/orfs finish

===== design/flow/constraint.sdc =====
current_design testAdd

set clk_period 36.7
set clk_io_pct 0.2

create_clock -name clk0 -period $clk_period

set non_clock_inputs [all_inputs -no_clocks]
set_input_delay [expr $clk_period * $clk_io_pct] -clock clk0 $non_clock_inputs
set_output_delay [expr $clk_period * $clk_io_pct] -clock clk0 [all_outputs]

==> flow_summary_export.csv <==
group,metric,value,unit
worst_setup_path,worstPathArrival,11.29,ns
status,status,"completed",
yosys,synth.distinct_cells,55,
yosys,ys_chip_area,0.003749,mm^2
global_route,grt_pass1_wl,22220,um
cells_and_area,layout.cells.non_filler,882,
yosys,yosysMostFrequentCell,"a21oi_1",
yosys,yosys-top-cells-area,"ha_1, a21oi_1, xnor2_1, a21o_1, xor2_1",
global_route,met3_usage,1.299,%
yosys,yosysWarningCount,0,
timing,rsz0062_at_grt,"false",
worst_setup_path,startpoint_type,"input pin",
detailed_routing,drtPass1Iterations,4,
global_route,overflow,0,
worst_setup_path,crit_type,"input pin to output port",
detailed_routing,num_antenna_cells,0,
floorplanning,die_h,113.8,um
floorplanning,fp_util,30.95,%
timing,hold_violations,0,
power_and_ir_drop,powerDensity,19.77,mW/mm^2
global_route,met1_usage,27.72,%
global_route,grt.total_usage,21.10,%
yosys,synth_top_area_share,21.03,%
worst_setup_path,crit_required,29.36,ns
min_path,hp-class,"input pin to output port",
yosys,largest_area_cell,"ha_1",
floorplanning,io_pins,192,
flow_run,warnings,32,
timing,report.final.slew_viol_count,0,
cells_and_area,area_growth,54.04,%
placed_design,dpl.hpwl,12340,um
power_and_ir_drop,leakage,2.404,nW
global_route,grt_max_degree,11,
placed_design,dp.cells,882,
detailed_routing,vias,4666,
clocking,cts_setup_buffers,0,
power_and_ir_drop,pwr-share-clk,0,%
worst_setup_path,critical_path.max_fanout,5,
timing,post-route-period-util,50.76,%
detailed_routing,drtIter0Drc,228,
power_and_ir_drop,swShare,42.40,%
flow_run,max_cap_viol_count,0,
power_and_ir_drop,power_frac_comb,100.0,%
global_route,grt_antenna_before_repair,0,
yosys,syn_area_per_cell,6.816,um^2
cells_and_area,seq_area,0,um^2
yosys,yosys_cells,550,
detailed_routing,totalWireLength,13970,um
yosys,synthTopCellsByCount,"a21oi_1, ha_1, nand2_1, nor2_1, o21ai_0",
min_path,min_path_cells,3,
global_route,grtUsageMet2,39.43,%
detailed_routing,wl_per_cell,15.84,um
floorplanning,core-area,0.01211,mm^2
clocking,ctsResizeCount,0,
timing,max_slew.worst_pin.slew,0.5528,ns
timing,period_needed,18.63,ns
yosys,syn_inst,550,
power_and_ir_drop,switchingPower,0.00004840,W
cells_and_area,n_clock_buffer,0,
floorplanning,die-area,0.01295,mm^2
detailed_routing,vias_per_cell,5.290,
yosys,ys_seq_share,0,%
worst_setup_path,critPathCaptureType,"output port",
floorplanning,die-width,113.8,um
placed_design,io_buffers,192,
global_route,top_usage_layer,"met2",
floorplanning,rows,40,
cells_and_area,drive_above_1_share,2.381,%
timing,setup_viol,0,
timing,finalSetupTns,0,ns
timing,fmax,53.68,MHz
power_and_ir_drop,p_seq_share,0,%
clocking,cts_hold_buffers,0,
detailed_routing,drc,0,
cells_and_area,design.seq.count,0,
timing,slew_headroom,62.76,%
yosys,netlist_area,0.003749,mm^2
placed_design,place_congestion,0.9397,
power_and_ir_drop,peakVddDrop,7.414,uV
detailed_routing,antenna_left,0,
global_route,grt_pass1_vias,4538,
power_and_ir_drop,p_int,0.00006574,W
power by group through the flow:
| stage | sequential [W] | combinational [W] | clock, W |
|---|---|---|---|
| finish | 0 | 0.000114 | 0 |
| CTS | 0 | 0.000115 | 0 |
| global route | 0 | 0.000125 | 0 |
kinds of logic after synthesis:
family / Yosys count / share of synthesized area, %
AND-OR/OR-AND: 225 / 40.29
adder cells (fa/ha/maj): 64 / 21.56
buffers and inverters: 46 / 4.639
XOR/XNOR: 60 / 14.02
AND/OR/NAND/NOR: 155 / 19.49
cell type report:
class	count	area (um^2)
tap	168	210.2
fill	1240	6337
timing repair buffer	192	1922
multi-input combinational	504	3575
inverter	18	67.56
cell usage in the layout (no fill, tap or decap), types with 2 or more instances in the layout:
| cell type | Yosys | final |
|---|---|---|
| nor2_1 | 42 | 42 |
| o21ai_0 | 41 | 41 |
| nand2_1 | 48 | 48 |
| o21bai_1 | 10 | 10 |
| nor4_1 | 3 | 3 |
| a31oi_1 | 13 | 13 |
| o31a_1 | 2 | 2 |
| o31ai_1 | 7 | 7 |
| nor3_1 | 2 | 2 |
| and3_1 | 6 | 6 |
| inv_1 | 18 | 18 |
| a211oi_2 | 3 | 3 |
| o221ai_1 | 3 | 3 |
| and4_1 | 2 | 2 |
| a221oi_1 | 3 | 3 |
| nand2b_1 | 7 | 7 |
| a21oi_1 | 68 | 68 |
| a21o_1 | 33 | 33 |
| clkdlybuf4s50_1 | 0 | 192 |
| nor2b_1 | 4 | 4 |
| a211oi_1 | 8 | 8 |
| a311oi_1 | 3 | 3 |
| ha_1 | 63 | 63 |
| o21a_1 | 9 | 9 |
| or2_2 | 2 | 2 |
| o21ai_1 | 2 | 2 |
| or3_1 | 2 | 2 |
| xnor2_1 | 35 | 35 |
| nand3_1 | 17 | 17 |
| nand4_1 | 15 | 15 |
| and2_1 | 3 | 3 |
| xor2_1 | 25 | 25 |
| a21boi_0 | 2 | 2 |
path summary, 6_finish.rpt:
kind	start	end	slack (ns)
setup / recovery	a_1[0]	sum_1[60]	18.07
hold / removal	b_1[0]	sum_1[0]	15.71
routing by layer:
layer / up-vias / wire [um]
met3: 7 / 760
li1: 2383 / -
met4: 0 / 105
met5: - / 0
met1: 2116 / 6266
met2: 160 / 6840
metrics by stage:
step / hold WS [ns] / utilization, % / setup WS [ns] / total power [W] / area [um^2]
5_1_grt: 15.75 / 47.68 / 17.89 / 0.0001250 / 5774
6_report: 15.71 / 47.68 / 18.07 / 0.0001141 / 5774
2_1_floorplan: 14.75 / - / 19.37 / 0.00005435 / 3749
3_3_place_gp: 15.72 / 47.68 / 18.19 / 0.0001148 / 5774
3_5_place_dp: 15.71 / 47.68 / 18.11 / 0.0001141 / 5774
4_1_cts: 15.71 / 47.68 / 18.09 / 0.0001151 / 5774
worst max-delay path, cell delays in order:
cell and delay (ns):
clkdlybuf4s50_1 0.40, ha_1 0.24, fa_1 0.44, a211oi_2 0.25
nor2_1 0.09, o31a_1 0.32, o311ai_0 0.54, a21o_1 0.28
o2111ai_2 0.18, a211oi_2 0.29, o31ai_1 0.11, a21oi_1 0.18
xnor2_1 0.14, clkdlybuf4s50_1 0.48
Power is estimated from default activity; no workload was simulated.
