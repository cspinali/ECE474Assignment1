$ cat ./run.sh
#!/bin/bash
# OpenROAD 26Q1-2900-gdf79404cd8, Yosys 0.63+post, stock flow scripts
make -C /OpenROAD-flow-scripts/flow DESIGN_CONFIG=/design/flow/config.mk WORK_HOME=/design/flow/orfs finish
$ cat ./config.mk
export PLATFORM = sky130hd
export DESIGN_NAME = testMux2x1
export DESIGN_NICKNAME = testMux2x1
export VERILOG_FILES = /design/flow/design.v
export SDC_FILE = /design/flow/constraint.sdc
export NUM_CORES = 4
export LEC_CHECK = 1
export CORE_AREA = 10 10 106 106
export DIE_AREA = 0 0 116 116
$ cat ./constraint.sdc
current_design testMux2x1

set clk_period 4.6
set clk_io_pct 0.2

create_clock -name clk0 -period $clk_period

set non_clock_inputs [all_inputs -no_clocks]
set_input_delay [expr $clk_period * $clk_io_pct] -clock clk0 $non_clock_inputs
set_output_delay [expr $clk_period * $clk_io_pct] -clock clk0 [all_outputs]
$ cat ./design.v
`timescale 1ns / 1ps
module testMux2x1(a_1,b_1,sel_1,d_1);
	input [63:0] a_1;
	input [63:0] b_1;
	input [63:0] sel_1;
	output [63:0] d_1;
	Mux2x1 #(.WIDTH(64)) Mux2x1_1(a_1,b_1,sel_1,d_1);
endmodule
 module Mux2x1 #(parameter WIDTH = 64) (a, b, sel, d);
 input [WIDTH - 1: 0] a; 
 input [WIDTH - 1: 0] b;
 input [WIDTH - 1: 0] sel;
 output [WIDTH - 1: 0] d;
 reg [WIDTH - 1: 0] d;
 always @(a or b or sel)
 if (sel == 1'b0)
 d = a;
 else
 d = b;
 endmodule  
==> flow_summary.yaml <==
# yosys + openroad results
final_layout:
  lay_top_count: "clkdlybuf4s50_1"
  layout_top_cells: "256 x clkdlybuf4s50_1, 60 x mux2_4, 16 x nor4_1"
  clkbuf_count: 0
  stdcell_count: 453
  ff_count: 0
  regArea_um2: 0
  areaGrowthSynthToFinish_pct: 231
  comb_area_um2: 1090
  drive_above_1_share: 0.200
  fillerInstances: 835
logic_synthesis:
  yosys-stat-area_um2: 1160
  syn_inst: 91
  avgSynthCellArea_um2: 12.7
  syn_area_um2: 1160
  muxShareOfSynthArea: 0.816
  top_area_frac: 0.777
  ys_sh_adder: 0
  area_leaders: "mux2_4 78%, nor4_1 8.6%, buf_6 5.8%"
  synthXorXnorAreaFrac: 0
  yosysCellCount: 91
  yosys.cell_types.count: 6
  synth_seq_share: 0
  simple_gate_area_frac: 0.126
  netlist.top_cell.by_area: "mux2_4"
  yosys_warnings: 1
  top_logic_kind: "multiplexers"
  synthAoiAreaFrac: 0
floorplanning:
  core_area_um2: 8850
  fp-row-count: 34
  fp.dieH_um: 116
  ioPinCount: 256
  die_w_um: 116
  dieArea_um2: 13500
  fp_util: 0.131
worst_setup_path:
  endpoint_kind: "output port"
  path_cells: "clkdlybuf4s50_1, nor4_1, nand4_1, nor4_4, buf_4, buf_12, mux2_4, clkdlybuf4s50_1"
  setup.worst_path.class: "in2out"
  crit_slowest_cell: "clkdlybuf4s50_1"
  cp_num_buf_inv: 4
  critPathArrivalTime_ns: 3.43
  required_ns: 3.68
  cp_top_family: "buffers and inverters"
  cp_common_cell: "clkdlybuf4s50_1"
  start_kind: "primary input"
  path_max_fanout: 18
  slowest_delay_ns: 0.45
final_timing:
  layout_setup_ws_ns: 0.254
  finalSetupViolations: 0
  hold_viol: 0
  relSlewSlack: 0.799
  tns_ns: 0
  period_needed_ns: 4.35
  fin_crit_sh: 0.945
  max_slew.worst_pin.slew_ns: 0.299
  rsz0062_at_grt: "no"
  fmax_mhz: 230
  slew_violations: 0
clock_network:
  cts_resized: 0
  hold_buffers: 0
  postCtsSetupBuffers: 0
flow_run:
  warnings: 32
  drv_cap: 0
grt:
  grt_pass1_vias: 2103
  grt_pass1_wl_um: 11700
  antenna_found_initial: 0
  gr-total-overflow: 0
  grt_max_degree: 37
  grtUsageTotal: 0.112
drt:
  vias: 1803
  drtIter0Drc: 32
  n_antenna_cell: 0
  wirelength_um: 8370
  drc_errors: 0
  post_drt_wl_per_cell_um: 18.5
  drtAntennaViolNets: 0
  via_per_inst: 3.98
  first_pass_iters: 3
power_and_ir_drop:
  ir_worst_vdd_mv: 0.0413
  p_int_mw: 0.224
  clkPwrFrac: 0
  seqPwrFrac: 0
  switchingPower_mw: 0.0388
  power_density_nw_per_um2: 68.4
  p_comb_frac: 1.000
  swShare: 0.148
  leakagePower_nw: 1.47
outcome:
  status: "complete, no violations"
place:
  place_ws_ns: 0.208
  port_buffers: 256
  globalplace.congestion: 0.761
  dp_cells: 453
  dp_hpwl_um: 7920
min_path:
  worstHoldPathType: "in2out"
[power groups by stage]
stage	Sequential (mW)	Clock [mW]	Combinational, mW
CTS	0	0	0.267
finish	0	0	0.263
global route	0	0	0.281
[per-stage QoR]
step | utilization | instance area (um^2) | total power [mW] | hold slack (ns)
floorplan | - | 1160 | 0.0384 | 1.94
global placement | 0.435 | 3840 | 0.264 | 2.87
detailed placement | 0.435 | 3840 | 0.266 | 2.88
CTS | 0.435 | 3840 | 0.267 | 2.88
global route | 0.435 | 3840 | 0.281 | 2.88
finish | 0.435 | 3840 | 0.263 | 2.87
[path summary, 6_finish.rpt]
path	start	to	slack, ns	cells past startpoint
worst max-delay path	sel_1[10]	d_1[8]	0.25	8
worst min-delay path	a_1[49]	d_1[49]	2.87	3
[kinds of logic (layout without fill, tap and decap cells)]
family,Yosys count,count (layout)
multiplexers,64,64
AND/OR/NAND/NOR,21,21
buffers and inverters,6,260
[routing by layer]
metal	global-route usage	wire length [um]	share of wire	vias up
li1	-	-	-	881
met1	0.102	2680	0.32	769
met2	0.208	4090	0.49	153
met3	0.0801	1600	0.19	0
met4	0	0	0	0
met5	0	0	0	-
[cell usage after synthesis (all sizes together)]
master and count:
nor4 17, buf 6, mux2 64, nand4 4
[area by class of cell]
class / count / share of cell area
tap: 108 / 0.0351
multi-input combinational: 85 / 0.284
timing repair buffer: 260 / 0.681
Power figures rest on the tool's default switching activity, not on a simulated workload.
