--- /design/flow/design.v ---
`timescale 1ns / 1ps
module testAdd(a_1,b_1,sum_1);
	input [63:0] a_1;
	input [63:0] b_1;
	output [63:0] sum_1;
	Add #(.WIDTH(64)) Add_1(a_1,b_1,sum_1);
endmodule
module Add #(parameter WIDTH = 64)(a,b,sum);
input [WIDTH-1:0] a;
input [WIDTH-1:0] b;
output [WIDTH-1:0] sum;
assign{sum} = b + a;
endmodule  
`timescale 1ns / 1ps
module CircuitTest (clk,rst,a,b,c,z,x);
input [31:0] a, b, c;
input clk,rst;
output [31:0] z, x;
wire [31:0] d, e, f, g, h;
wire dLTe, dEQe, dGTe; 
wire [31:0] zwire, xwire;
Add #(.WIDTH(32)) Add_1(a,b,d);
Add #(.WIDTH(32)) Add_2(a,c,e);
Sub #(.WIDTH(32)) Sub_1(a,b,f);
Comp #(.WIDTH(32)) Comp_1(d,e,dEQe,dLTe,dGTe);
Comp #(.WIDTH(32)) Comp_2(d,e,dEQe,dLTe,dGTe);
Mux2x1 #(.WIDTH(32)) Mux2x1_1(d,e,dLTe,g);
Mux2x1 #(.WIDTH(32)) Mux2x1_2(g,f,dEQe,h);
SHL #(.WIDTH(32)) SHL_1(g,dLTe,xwire);
SHR #(.WIDTH(32)) SHR_1(h,dEQe,zwire);
Reg #(.WIDTH(32)) Reg_1(xwire,clk,rst,x);
Reg #(.WIDTH(32)) Reg_2(zwire,clk,rst,z);
endmodule
`timescale 1ns / 1ps
module testComp(a_1,b_1,eq_1,lt_1,gt_1);
	input [63:0] a_1;
	input [63:0] b_1;
	output    eq_1;
	output    lt_1;
	output    gt_1;
	Comp #(.WIDTH(64)) Comp_1(a_1,b_1,eq_1,lt_1,gt_1);
endmodule
module Comp #(parameter WIDTH = 64) (a, b, eq, lt, gt);
input [WIDTH - 1:0] a;
input [WIDTH - 1:0] b;
output reg   eq;
output reg   lt;
output reg   gt;
    always @* begin
      if (a<b) begin
        eq = 0;
        lt = 1;
        gt = 0;
      end
      else if (a==b) begin
        eq = 1;
        lt = 0;
        gt = 0;
      end
      else begin
        eq = 0;
        lt = 0;
        gt = 1;
      end
    end
endmodule  
`timescale 1ns / 1ps
module testMux2x1(a_1,b_1,sel_1,d_1);
	input [63:0] a_1;
	input [63:0] b_1;
	input [63:0] sel_1;
	output [63:0] d_1;
	Mux2x1 #(.WIDTH(64)) Mux2x1_1(a_1,b_1,sel_1,d_1);
endmodule
 module Mux2x1 #(parameter WIDTH = 64) (a, b, sel, d);
 input [WIDTH - 1: 0] a; 
 input [WIDTH - 1: 0] b;
 input [WIDTH - 1: 0] sel;
 output [WIDTH - 1: 0] d;
 reg [WIDTH - 1: 0] d;
 always @(a or b or sel)
 if (sel == 1'b0)
 d = a;
 else
 d = b;
 endmodule  
`timescale 1ns / 1ps
module testReg(d_1,Clk,Rst,q_1);
	input Clk;
	input Rst;
	input [31:0] d_1;
	output [31:0] q_1;
	Reg #(.WIDTH(32)) Reg_1(d_1,Clk,Rst,q_1);
endmodule
module Reg #(parameter WIDTH = 32)(d,Clk,Rst,q);
input Clk;
input Rst;
input [WIDTH-1:0] d;
output reg [WIDTH-1:0] q;
 always @(posedge Clk) begin
 if(Rst == 0)begin
 q <= d;
end
end
endmodule  
`timescale 1ns / 1ps
module testSHL(a_1,sh_amt_1,d_1);
	input [1:0] a_1;
	input [1:0] sh_amt_1;
	output [1:0] d_1;
	SHL #(.WIDTH(2)) SHL_1(a_1,sh_amt_1,d_1);
endmodule
module SHL #(parameter WIDTH = 2) (a,sh_amt,d);
input [WIDTH-1 : 0] a;
input [WIDTH-1 : 0] sh_amt;
output [WIDTH-1 : 0] d;
    assign d = {a<<sh_amt};
	endmodule  
`timescale 1ns / 1ps
module testSHR(a_1,sh_amt_1,d_1);
	input [1:0] a_1;
	input [1:0] sh_amt_1;
	output [1:0] d_1;
	SHR #(.WIDTH(2)) SHR_1(a_1,sh_amt_1,d_1);
endmodule
module SHR #(parameter WIDTH = 2) (a,sh_amt,d);
input [WIDTH-1 : 0] a;
input [WIDTH-1 : 0] sh_amt;
output [WIDTH-1 : 0] d;
    assign d = {a>>sh_amt};
	endmodule  
`timescale 1ns / 1ps
module testSub(a_1,b_1,diff_1);
	input [31:0] a_1;
	input [31:0] b_1;
	output [31:0] diff_1;
	Sub #(.WIDTH(32)) Sub_1(a_1,b_1,diff_1);
	endmodule
module Sub #(parameter WIDTH = 32) (a,b,diff);
input [WIDTH - 1: 0] a;
input [WIDTH - 1: 0] b;
output [WIDTH - 1: 0] diff;
	assign{diff} = a - b;
endmodule  
--- /design/flow/constraint.sdc ---
current_design CircuitTest

set clk_period 23.2
set clk_io_pct 0.2

create_clock -name clk0 -period $clk_period [get_ports {clk}]

set non_clock_inputs [all_inputs -no_clocks]
set_input_delay [expr $clk_period * $clk_io_pct] -clock clk0 $non_clock_inputs
set_output_delay [expr $clk_period * $clk_io_pct] -clock clk0 [all_outputs]
--- /design/flow/config.mk ---
export PLATFORM = sky130hd
export DESIGN_NAME = CircuitTest
export DESIGN_NICKNAME = CircuitTest
export VERILOG_FILES = /design/flow/design.v
export SDC_FILE = /design/flow/constraint.sdc
export NUM_CORES = 4
export LEC_CHECK = 1
export CORE_UTILIZATION = 50
--- /design/flow/run.sh ---
#!/bin/bash
# OpenROAD 26Q1-2900-gdf79404cd8, Yosys 0.63+post, stock flow scripts
make -C /OpenROAD-flow-scripts/flow DESIGN_CONFIG=/design/flow/config.mk WORK_HOME=/design/flow/orfs finish
==> flow_metrics.tcl <==
# yosys + openroad results
set metrics [dict create \
    crit_path_start "a[0]" \
    fp_util_pct 51.6 \
    dieWidth_um 133 \
    grt_max_degree 50 \
    max_freq_ghz 0.0968 \
    yosys_warnings 9 \
    vias 8380 \
    rows 47 \
    antenna_found_initial 1 \
    gp_congestion 1.00 \
    setup_violations 0 \
    ys_seq_elements 64 \
    synthArstFlopShare_pct 0 \
    cts.sinks 64 \
    cts_made_buffers 9 \
    worst_hold_startpoint "c[0]" \
    min_period_over_period_pct 44.5 \
    dp_hpwl_mm 22.0 \
    finalCriticalPeriod_ps 10330 \
    cp.arrival_ps 10400 \
    yosysTopAreaCell "edfxtp_1" \
    viasPerCell 5.87 \
    worst_pin_slew_ps 893 \
    ys_seq_share_pct 22.2 \
    syn_to_final_growth_pct 24.3 \
    clk_pin_slew_ps 60 \
    critPathCapture "Reg_2.q[13]" \
    dp.cells 1411 \
    rsz0062_at_grt "false" \
    firstDrtPassIters 6 \
    final_antenna_net_count 0 \
    grt_pass1_wl_mm 42.4 \
    cts_root_buffer "clkbuf_16" \
    chipHeight_um 133 \
    top_cells_by_count "a21oi_1, ha_1, nor2_1" \
    layout-drive-gt1-share_pct 3.81 \
    warnings 57 \
    cts_resized 0 \
    stdcell_count 1427 \
    h-tree-depth 3 \
    clockBufferDepth 2 \
    crit_path_end_kind "flop" \
    core_region_area_mm2 0.0168 \
    crit_type "in -> reg" \
    drc 0 \
    yosys_cells 1067 \
    synth.top_cell.area_share_pct 22.2 \
    grt_pass1_vias 7945 \
    yosys_area_mm2 0.00864 \
    syn_avg_cell_area_um2 8.10 \
    cts_tree "built" \
    track_usage_pct 31.9 \
    flop_cell "edfxtp_1" \
    syn_area_mm2 0.00864 \
    synthCells 1067 \
    layout_setup_ws_ps 12870 \
    cp-start-kind "input pin" \
    yosys-top-cells-area "edfxtp_1, ha_1, a21oi_1" \
    ys_types 72 \
    status "complete, no violations" \
    portBuffers 161 \
    overflow 0 \
    edf_count 64 \
    crit_required_ps 23270 \
    finalHoldViolCount 0 \
    drt_iter0_markers 709 \
    slew_viol_final 0 \
    wl_per_cell_um 18.8 \
    n_antenna_cell 0 \
    drt-total-wl_mm 26.8 \
    power_density_mw_per_mm2 68.6 \
    holdBufCountCts 0 \
    crit_path_max_fanout 16 \
    ir_worst_vdd_mv 0.0549 \
    dp_slack_ps 12600 \
    post-cts-setup-buffer-count 0 \
    die_area_mm2 0.0178 \
    p_leak_nw 4.56 \
    drv_cap 0 \
    top_cell "a21oi_1" \
    final.setup.tns_ps 0 \
    worst_hold_path_type "in -> reg" \
    relSlewSlack_pct 38.9 \
    io_pins 162 \
    fillers 1470 \
]
[logic make-up (layout without fill, tap and decap cells)]
logic type / count (synthesis) / after routing / share of synthesized area (%)
AOI/OAI and AO/OA: 345 / 345 / 26.1
and+or+nand+nor: 312 / 312 / 17.2
adders and majority gates: 128 / 128 / 18.8
buffers and inverters: 122 / 262 / 5.47
xor gates and xnor gates: 81 / 81 / 8.38
DFF: 64 / 64 / 22.2
muxes: 15 / 15 / 1.77
[report_power, final]
group	total [mW]	internal, mW	leakage (nW)	switching [mW]
clock network	0.151	0.0951	0.157	0.0555
registers	0.192	0.180	0.628	0.0120
logic	0.395	0.189	3.77	0.206
[placed cells by master (no fill, tap or decap), drive strengths merged, types with 9 or more instances in the layout]
master	n
o211ai	9
and2	11
nor2	101
xor2	24
nor2b	13
o21a	17
and3	10
nand4	10
inv	78
a21oi	129
a21o	39
nand2	77
clkdlybuf4s50	161
nand3	12
mux2i	13
edfxtp	64
nor3	27
clkbuf	9
o21bai	15
nand2b	17
ha	125
o21ai	50
xnor2	57
o31ai	10
[worst min-delay path by stage]
stage                         to  slack [ps]  cells past startpoint
after CTS             Reg_2.q[0]        5180                      4
after global routing  Reg_1.q[1]        5220                      4
final                 Reg_2.q[0]        5180                      4
[through the flow]
stage	cell area [µm²]	hold WS (ps)	util (%)	total power, mW
6_report	10700	5180	64.1	0.738
2_1_floorplan	8640	4910	-	0.418
4_1_cts	10700	5180	64.1	0.739
5_1_grt	10700	5220	64.1	0.792
3_5_place_dp	10400	5370	62.2	0.583
3_3_place_gp	10400	5370	62.2	0.584
[flip-flops by register name, summed over array words and instances (netlist names)]
signal   count
Reg_2.q     32
Reg_1.q     32
[metal layers]
layer,up-vias,GRT usage [%],routed length (µm)
met5,-,0,8
met4,2,6.06,548
met3,48,8.94,2420
met2,358,47.0,11700
met1,3820,48.3,12100
li1,4152,-,-
[cell type report]
type | count | area, µm² | share of cell area (%)
Clock inverter | 7 | 103 | 0.954
Tap cell | 220 | 275 | 2.56
Sequential cell | 64 | 1920 | 17.9
Timing Repair Buffer | 168 | 1660 | 15.5
Inverter | 78 | 293 | 2.72
Clock buffer | 9 | 225 | 2.10
Multi-Input combinational cell | 881 | 6270 | 58.3
[critical path: stages]
cell and delay, ps:
clkdlybuf4s50_1 450, ha_1 240, inv_1 70, fa_1 210
nor2b_1 80, o31a_1 280, or4_1 500, a31o_2 330
a2111oi_4 380, o21ai_1 170, a31oi_1 380, nor2_1 130
xnor2_2 240, ha_1 300, a21o_1 160, a21oi_1 130
o21ai_0 80, a211o_1 260, a21o_1 210, a221o_1 630
buf_4 320, nand3_1 90, o311ai_0 120
Power figures rest on the tool's default switching activity, not on a simulated workload.
